===== flow/config.mk =====
export PLATFORM = sky130hd
export DESIGN_NAME = fp_add
export DESIGN_NICKNAME = fp_add
export VERILOG_FILES = /design/flow/design.v
export SDC_FILE = /design/flow/constraint.sdc
export NUM_CORES = 4
export LEC_CHECK = 1
export CORE_UTILIZATION = 40

===== flow/constraint.sdc =====
current_design fp_add

set clk_period 63.9
set clk_io_pct 0.2

create_clock -name clk0 -period $clk_period

set non_clock_inputs [all_inputs -no_clocks]
set_input_delay [expr $clk_period * $clk_io_pct] -clock clk0 $non_clock_inputs
set_output_delay [expr $clk_period * $clk_io_pct] -clock clk0 [all_outputs]

===== flow/design.v =====
module fp_add #(
    parameter half = 0         
)(
    input  wire [31:0] a_in,
    input  wire [31:0] b_in,
    output wire [31:0] result
);
    localparam WIDTH  = half ? 16 : 32;
    localparam EXPW   = half ? 5  : 8;
    localparam FRACW  = half ? 10 : 23;
    localparam EXPOFF = (1 << (EXPW-1)) - 1;
    wire sign_a = a_in[WIDTH-1];
    wire sign_b = b_in[WIDTH-1];
    wire [EXPW-1:0]  exp_a  = a_in[WIDTH-2 -: EXPW];
    wire [EXPW-1:0]  exp_b  = b_in[WIDTH-2 -: EXPW];
    wire [FRACW-1:0] frac_a = a_in[FRACW-1:0];
    wire [FRACW-1:0] frac_b = b_in[FRACW-1:0];
    wire [FRACW:0] mant_a = (exp_a == 0) ? {1'b0, frac_a} : {1'b1, frac_a};
    wire [FRACW:0] mant_b = (exp_b == 0) ? {1'b0, frac_b} : {1'b1, frac_b};
    wire a_bigger =
        (exp_a > exp_b) ? 1'b1 :
        (exp_b > exp_a) ? 1'b0 :
        (mant_a > mant_b);
    wire [EXPW-1:0]  exp_large  = a_bigger ? exp_a  : exp_b;
    wire [EXPW-1:0]  exp_small  = a_bigger ? exp_b  : exp_a;
    wire [FRACW:0]   mant_large = a_bigger ? mant_a : mant_b;
    wire [FRACW:0]   mant_small = a_bigger ? mant_b : mant_a;
    wire             sign_large = a_bigger ? sign_a : sign_b;
    wire             sign_small = a_bigger ? sign_b : sign_a;
    wire [EXPW:0] exp_diff = exp_large - exp_small;
    wire [FRACW+4:0] mant_large_s = {mant_large, 4'b0};
    wire [FRACW+4:0] mant_small_s = ({mant_small,4'b0} >> exp_diff);
    wire [FRACW+5:0] raw_sum =
        (sign_large == sign_small) ?
             (mant_large_s + mant_small_s) :
             (mant_large_s - mant_small_s);
    wire sign_res = (sign_large == sign_small) ? sign_large : sign_large;
    reg [FRACW+5:0] mant_norm;
    reg [EXPW:0] exp_norm;
    integer lead, shift, i;
    always @(*) begin
        lead = -1;
        shift = 0;
        if (raw_sum == 0) begin
            mant_norm = 0;
            exp_norm  = 0;
        end
        else if (raw_sum[FRACW+5] == 1'b1) begin
            mant_norm = raw_sum >> 1;
            exp_norm  = exp_large + 1;
        end
        else begin
            mant_norm = raw_sum;
            exp_norm  = exp_large;
            for (i = FRACW+4; i >= 0; i=i-1)
                if (mant_norm[i] && (lead < 0))
                    lead = i;
            if (lead >= 0) begin
                shift = (FRACW+4) - lead;
                mant_norm = mant_norm << shift;
                exp_norm  = exp_norm - shift;
            end
        end
    end
    wire guard  = mant_norm[3];
    wire roundb = mant_norm[2];
    wire sticky = |mant_norm[1:0];
    wire round_up = guard && (roundb | sticky | mant_norm[4]);
    wire [FRACW:0] rounded = {1'b0, mant_norm[FRACW+3:4]} + round_up;
    wire mant_ovf = rounded[FRACW];
    wire [FRACW-1:0] frac_res = mant_ovf ? rounded[FRACW:1] : rounded[FRACW-1:0];
    wire [EXPW-1:0]  exp_final = mant_ovf ? (exp_norm + 1) : exp_norm;
    wire [WIDTH-1:0] raw_res = {sign_res, exp_final, frac_res};
    assign result = half ? {16'b0, raw_res[15:0]} : raw_res;
endmodule

===== flow/run.sh =====
#!/bin/bash
# OpenROAD 26Q1-2900-gdf79404cd8, Yosys 0.63+post, stock flow scripts
make -C /OpenROAD-flow-scripts/flow DESIGN_CONFIG=/design/flow/config.mk WORK_HOME=/design/flow/orfs finish

==> results.sh <==
# implementation run metrics
export IMPL_status="finished, final reports clean"
export IMPL_irDropWorstVdd_v=0.00000898
export IMPL_fp_utilization=0.408
export IMPL_drv_slew=0
export IMPL_core_area_um2=30700
export IMPL_p_sw_mw=0.196
export IMPL_grt_busiest_layer="met2"
export IMPL_drive_above_1_share=0.0687
export IMPL_arrival_ns=30.06
export IMPL_route_detailed_drc=0
export IMPL_seqCellArea_um2=0
export IMPL_instances_no_fill=2346
export IMPL_antenna_found_initial=0
export IMPL_syn_area_um2=12500
export IMPL_syn2layout_area_growth_pct=9.84
export IMPL_tightest_slew_ns=1.02
export IMPL_crit_start="b_in[27]"
export IMPL_p_int_mw=0.115
export IMPL_dp_cells=2346
export IMPL_grt_use_met2=0.531
export IMPL_pwr_share_seq=0
export IMPL_largest_area_cell="ha_1"
export IMPL_yosysChipArea_um2=12500
export IMPL_syn_area_per_cell_um2=6.45
export IMPL_n_fill_cell=3169
export IMPL_grt_use_total=0.351
export IMPL_viasPerCell=6.80
export IMPL_swShare=0.631
export IMPL_finalHoldViolations=0
export IMPL_worst_slack_ns=21.06
export IMPL_crit_buf_inv=8
export IMPL_routabilityCongestion=1.10
export IMPL_pwr_density_cell_nw_per_um2=22.7
export IMPL_portBuffers=96
export IMPL_clock_power_share=0
export IMPL_dp_final_hpwl_mm=44.3
export IMPL_crit_slowest_cell="and4_1"
export IMPL_ff_count=0
export IMPL_setup_violations=0
export IMPL_rsz0062_at_grt="false"
export IMPL_path_max_fanout=53
export IMPL_drt_first_pass_iters=6
export IMPL_pre_cts_slack_ns=21.44
export IMPL_post_cts_setup_buffers=0
export IMPL_max_freq_mhz=23.3
export IMPL_crit_type="in -> out"
export IMPL_crit_cells=62
export IMPL_globalRouteOverflowTotal=0
export IMPL_crit_path_max_incr_delay_ns=0.81
export IMPL_power_mw=0.312
export IMPL_use_met3=0.0674
export IMPL_chip_area_um2=32000
export IMPL_grt_max_degree=54
export IMPL_timing_final_crit_share=0.670
export IMPL_grt_pass1_vias=14400
export IMPL_min_period_ns=42.84
export IMPL_die_w_um=179
export IMPL_ant_nets=0
export IMPL_power_leakage_nw=5.56
export IMPL_tool_warnings=57
export IMPL_postLayoutCellArea_um2=13700
export IMPL_diodes=0
export IMPL_syn_inst=1938
export IMPL_min_path_cells=4
export IMPL_ys_seq_frac=0
export IMPL_setup_tns_ns=0
export IMPL_detail_route_wl_per_cell_um=23.6
export IMPL_min_delay_start="b_in[31]"
export IMPL_top_area_frac=0.0980
export IMPL_slew_headroom=0.316
export IMPL_drt_iter0_markers=1777
export IMPL_hold_buffers=0
export IMPL_grt_pass1_wl_mm=85.7
export IMPL_hold_path_class="in -> out"
export IMPL_boundaryPins=96
export IMPL_critPathTopFamily="AND-OR/OR-AND gates"
export IMPL_layout_top_cell="nand2_1"
export IMPL_crit_path_end_kind="output pin"
export IMPL_rows=64
export IMPL_clockBufferCount=0
export IMPL_drt_wl_total_mm=55.3
export IMPL_yosysWarningCount=1
export IMPL_startpoint_type="input port"
export IMPL_vias=16000
export IMPL_hold_ws_ns=26.66
export IMPL_cts_resized=0
export IMPL_drv_cap=0
export IMPL_fin_util=0.448
export IMPL_globalRouteMet1Util=0.503
export IMPL_yosys_top_cells_area="ha_1 (9.8%), nand2_1 (7.3%), a21oi_1 (5.6%), nor2_1 (5.4%), o21ai_0 (4.8%)"
export IMPL_required_ns=51.12
export IMPL_place_area_um2=13700
export IMPL_die_h_um=179
export IMPL_combinationalPowerShare=1.000
export IMPL_yosysUniqueCellTypes=114
export IMPL_mostFrequentLayoutCells="nand2_1 (244), nor2_1 (180), a21oi_1 (140)"
export IMPL_ys_cells=1938
-- cell type report --
class | count | area (um^2) | share of cell area
Multi-Input combinational cell | 1703 | 11600 | 0.841
Timing Repair Buffer | 137 | 1270 | 0.0924
Tap cell | 396 | 495 | 0.0361
Inverter | 110 | 414 | 0.0302
-- cells in the mapped netlist, drive strengths merged (29+ instances only) --
cell type,n
nand2,245
a211oi,55
nand2b,29
a21oi,144
nor3,60
o211ai,41
a21o,40
inv,107
o21ai,133
xnor2,31
nor2,182
buf,51
clkbuf,74
mux2i,53
nand3,65
ha,98
-- metal layers --
metal,share of wire,vias up
met5,0,-
met4,0.035,0
met3,0.10,146
met2,0.43,921
met1,0.43,7482
li1,-,7408
-- power by group through the flow --
stage / combinational (mW) / clock (mW) / sequential (mW)
4_1_cts: 0.301 / 0 / 0
5_1_grt: 0.334 / 0 / 0
6_report: 0.312 / 0 / 0
-- path summary, 6_finish.rpt --
check,end
worst min-delay path,result[31]
worst max-delay path,result[21]
-- kinds of logic after synthesis --
family	Yosys count	synth area share
buffers and inverters	235	0.0805
AOI/OAI and AO/OA	707	0.399
and+or+nand+nor	764	0.296
xor gates and xnor gates	53	0.0377
muxes	79	0.0854
adders and majority gates	100	0.101
Power figures rest on the tool's default switching activity, not on a simulated workload.

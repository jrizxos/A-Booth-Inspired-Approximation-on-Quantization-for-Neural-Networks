--- flow/config.mk ---
export PLATFORM = sky130hd
export DESIGN_NAME = PE
export DESIGN_NICKNAME = PE
export VERILOG_FILES = /design/flow/design.v
export SDC_FILE = /design/flow/constraint.sdc
export NUM_CORES = 4
export LEC_CHECK = 1
export CORE_UTILIZATION = 50
--- flow/constraint.sdc ---
current_design PE

set clk_period 10.6
set clk_io_pct 0.2

create_clock -name clk0 -period $clk_period [get_ports {clk}]

set non_clock_inputs [all_inputs -no_clocks]
set_input_delay [expr $clk_period * $clk_io_pct] -clock clk0 $non_clock_inputs
set_output_delay [expr $clk_period * $clk_io_pct] -clock clk0 [all_outputs]
--- flow/design.v ---
`timescale 1ns / 1ps
module PE#(
    parameter integer NB  = 27,                                      
    parameter integer NID = 7,                                       
    parameter idx =  7'd0                                            
    )(                      
    input                 clk,                                       
    input   wire    [7:0] A_in,                                      
    input   wire [NB-1:0] B_in,                                      
    output  wire    [7:0] C_out,                                     
    output  wire [NB-1:0] D_out                                      
);
reg  [7:0]       A_reg;                                              
reg  [NB-1:0]    D_reg;                                              
reg mode_reg;                                                        
localparam integer SC = 3;                                           
localparam STATE_IDLE = 3'b001;                       
localparam STATE_LOAD = 3'b010;                       
localparam STATE_MULT = 3'b100;                       
reg  [SC-1:0]    State_reg;                                          
localparam CTRL_RSET = 3'd1;                                         
localparam CTRL_ALT2 = 3'd2;                                         
localparam CTRL_INTM = 3'd3;                                         
localparam CTRL_LOAD = 3'd4;                                         
localparam CTRL_MULT = 3'd5;                                         
wire control_in = B_in[NB-1] & (B_in[5:3] == B_in[2:0]);             
wire [2:0] control_sig = B_in[2:0];                                  
wire weight_in = B_in[NB-1] & ~control_in;                           
wire [NID-1:0] IDX = B_in[NID+5:6];                                  
reg  [5:0]       Weight_reg;                                         
wire A_ext_bit = A_in[7] & mode_reg;                                 
wire [NB-2:0] A_extended = {{(NB-9){A_ext_bit}}, A_in};              
wire [2:0] sft_amm_p = Weight_reg[5:3];                              
wire [2:0] sft_amm_n = Weight_reg[2:0];                              
wire [NB-2:0] pp_p = A_extended << sft_amm_p;                        
wire [NB-2:0] pp_n = A_extended << sft_amm_n;                        
wire [NB-2:0] subtraction = pp_p - pp_n;                             
wire [NB-2:0] bias = B_in[NB-2:0];
wire [NB-2:0] product = subtraction + bias;                          
assign C_out = A_reg;                                                
assign D_out = D_reg;                                                
always @(posedge clk) begin                     
    if(control_in && (control_sig == CTRL_RSET)) begin               
        A_reg <= A_in;                                               
        mode_reg <= 0;
        Weight_reg <= 0;
        D_reg <= B_in;
        State_reg <= STATE_IDLE;                                     
    end
    else begin                                                       
        A_reg <= A_in;                                               
        case(State_reg) 
            STATE_IDLE: begin                                        
                if(control_in && 
                  (control_sig == CTRL_ALT2)) begin                  
                    mode_reg <= 0;                                   
                    D_reg <= B_in;                                   
                end
                else if(control_in &&
                       (control_sig == CTRL_INTM)) begin             
                    mode_reg <= 1;                                   
                    D_reg <= B_in;                                   
                end
                else if(control_in &&
                       (control_sig == CTRL_LOAD)) begin             
                    State_reg <= STATE_LOAD;                         
                    D_reg <= B_in;                                   
                end
                else if(control_in &&
                       (control_sig == CTRL_MULT)) begin             
                    State_reg <= STATE_MULT;                         
                    D_reg <= B_in;                                   
                end
                else D_reg <= 0;                                     
            end
            STATE_LOAD: begin                                        
                if(weight_in && IDX == idx) begin                    
                    Weight_reg <= B_in[5:0];                         
                    D_reg <= 0;                                      
                    State_reg <= STATE_IDLE;                         
                end
                else begin                                           
                    D_reg <= B_in;                                   
                end
            end
            STATE_MULT: begin                                        
                if(control_in &&
                  (control_sig == CTRL_ALT2)) begin                  
                    State_reg <= STATE_IDLE;                         
                    D_reg <= B_in;                                   
                end
                else D_reg <= {1'b0, product};                       
            end
            default: State_reg <= STATE_IDLE;                        
        endcase
    end
end
endmodule
--- flow/run.sh ---
#!/bin/bash
# OpenROAD 26Q1-2900-gdf79404cd8, Yosys 0.63+post, stock flow scripts
make -C /OpenROAD-flow-scripts/flow DESIGN_CONFIG=/design/flow/config.mk WORK_HOME=/design/flow/orfs finish
==> flow_summary.json <==
{
  "crit_path_cell_trace": "clkdlybuf4s50_1, mux2_2, nand2_1, o21ai_0, a21o_1, fa_1, inv_1, ha_1, nand2_2, nor3_4, o2111ai_2, a211oi_2, o2111ai_1, and3_4, o311a_1, mux2i_1",
  "met1Wirelength_mm": 5.31,
  "cts_hold_repair.buffers": 0,
  "antenna_cells": 0,
  "die_width_um": 94.5,
  "max-vdd-ir-drop_mv": 0.0759,
  "fp.coreArea_um2": 8260,
  "dr_wl_met3_um": 652,
  "largest_stage_delay_on_the_critical_path_ns": 0.51,
  "total_leakage_power_nw": 2.12,
  "final_layout_top_logic_cell": "sky130_fd_sc_hd__clkdlybuf4s50_1",
  "worst_setup_hold_path_clk_slew_ns": 0.10,
  "post_synth_num_cell_types": 61,
  "run_status": "complete, no violations",
  "hold_violations": 0,
  "timing.critical_path.from_type": "primary input",
  "io_pins": 71,
  "top_layer_used": "met4",
  "routed_wirelength_mm": 10.7,
  "yosysTopAreaCellShare": 0.190,
  "synth_area_um2": 4280,
  "numSynthFlops": 45,
  "wl_met2_mm": 4.55,
  "remaining_drc_errors": 0,
  "post_cts_resize_count": 0,
  "synth.yosys.chip_area_um2": 4280,
  "post_drt_wl_per_cell_um": 15.7,
  "cts.repair_timing.setup_buffer_count": 0,
  "cp_delay_by_family_top": "AND-OR/OR-AND gates",
  "worst_setup_path_end_kind": "register",
  "crit_arrival_ns": 6.12,
  "via_per_inst": 5.73,
  "root_buffer": "sky130_fd_sc_hd__clkbuf_8",
  "tritoncts": "yes",
  "drt.antenna.violating_nets": 0,
  "fp-row-count": 33,
  "crit_buf_inv": 2,
  "routabilityCongestion": 0.932,
  "yosys_top_cell_by_area": "sky130_fd_sc_hd__edfxtp_1",
  "stage_log_warnings": 26,
  "post-route-cell-area_um2": 5120,
  "drv_slew": 0,
  "max_freq_ghz": 0.168,
  "tritoncts_num_sinks": 45,
  "flow.area_growth_from_synthesis_pct": 19.7,
  "h-tree-depth": 2,
  "clock.latency.late_pin_ns": 0.30,
  "synthFlopType": "sky130_fd_sc_hd__edfxtp_1",
  "final_cells": 679,
  "clock_tree.buffer_depth": 2,
  "yosysCellCount": 519,
  "die-area_um2": 8920,
  "dr.pass1.iters": 4,
  "area_leaders": "sky130_fd_sc_hd__edfxtp_1 19%, sky130_fd_sc_hd__dfxtp_1 8.4%, sky130_fd_sc_hd__ha_1 7.6%",
  "max_slew.worst_pin.slew_ns": 0.860,
  "yosys_warnings": 1,
  "synthArstFlopShare": 0,
  "synthesis.area_per_instance_um2": 8.24,
  "drv_cap": 0,
  "power_per_cell_area_nw_per_um2": 140,
  "worstPathMaxFanout": 7,
  "first_pass_grt_wire_length_mm": 17.4,
  "largest_register_ff_count": 27,
  "critical_path_class": "primary input to register",
  "final-setup-viol-count": 0,
  "share_of_post_route_cells_with_drive_strength_above_1": 0.0557,
  "grt_overflow_total": 0,
  "cell_with_the_largest_stage_delay_on_the_worst_path": "sky130_fd_sc_hd__clkdlybuf4s50_1",
  "layout_worst_path_cycle_share": 0.561,
  "grt_antenna_before_repair": 0,
  "dieHeight_um": 94.5,
  "dp_cells": 671,
  "crit_required_ns": 10.77,
  "grt.total_usage": 0.260,
  "postSynthCellCount": 519,
  "first_global_vias": 3579,
  "top_library_cells_by_usage_in_the_layout_fill_and_taps_aside": "70 x sky130_fd_sc_hd__clkdlybuf4s50_1, 54 x sky130_fd_sc_hd__nand2_1, 51 x sky130_fd_sc_hd__inv_1",
  "drt_iter0_markers": 142,
  "port-buffer-count": 70,
  "unrepaired_setup_endpoints_after_global_routing": "no",
  "timing.hold.worst.class": "register to register",
  "dp.final_hpwl_mm": 8.26,
  "fp_util": 0.518,
  "total_clock_buffers_created_by_cts": 5,
  "setup_tns_ns": 0,
  "finClkSkew_ns": 0.00906,
  "num_vias": 3889,
  "synth-edff-count": 27,
  "yosysSeqAreaShare": 0.274,
  "period_needed_ns": 5.95,
  "maxSlewHeadroom": 0.425,
  "maximum_number_of_pins_on_one_net_before_global_route_repair": 28,
  "placedInstanceArea_um2": 5010
}
## logic make-up (layout without fill, tap and decap cells)
family / after synthesis / in the layout / share of synthesized area
compound gates: 159 / 159 / 0.230
xor+xnor: 23 / 23 / 0.0471
simple gates: 148 / 148 / 0.166
flops: 45 / 45 / 0.274
mux: 26 / 26 / 0.0635
buf+inv: 76 / 131 / 0.0708
fa+ha+maj: 42 / 42 / 0.149
## power by group
part | internal, W | leakage (nW) | switching [W]
Clock | 0.0000612 | 0.0525 | 0.0000665
Combinational | 0.000172 | 1.66 | 0.000174
Sequential | 0.000225 | 0.407 | 0.0000164
Total | 0.000458 | 2.12 | 0.000256
## worst paths after layout
| kind | from | depth (start not counted) | endpoint | slack [ns] |
|---|---|---|---|---|
| worst max-delay path | A_in[6] | 16 | D_reg[25] | 4.65 |
| worst min-delay path | State_reg[0] | 2 | mode_reg | 0.58 |
| worst max register to register | Weight_reg[1] | 15 | D_reg[25] | 6.09 |
| worst min register to register | State_reg[0] | 2 | mode_reg | 0.58 |
## worst reg2reg max path: cells and delay by family, from the launching register on
family	cells	cell delay, ns
AND-OR/OR-AND	6	1.39
adder cells (fa/ha/maj)	2	0.94
flip-flops	1	0.78
AND/OR/NAND/NOR	4	0.68
multiplexers	2	0.56
buffers and inverters	1	0.04
## per-stage QoR
stage / hold slack (ns) / setup WS [ns] / total power [W] / utilization
after floorplan: 0.536 / 5.30 / 0.000457 / -
after global placement: 0.570 / 4.36 / 0.000590 / 0.606
after detailed placement: 0.561 / 4.38 / 0.000587 / 0.606
after CTS: 0.583 / 4.69 / 0.000719 / 0.620
after global routing: 0.629 / 4.39 / 0.000776 / 0.620
final: 0.585 / 4.65 / 0.000715 / 0.620
## layer usage
layer,global-route usage,up-vias
met2,0.389,129
met5,0,-
li1,-,1954
met3,0.0449,9
met4,0.0316,0
met1,0.419,1797
## cell usage after synthesis (3+ instances only)
library cell,number
sky130_fd_sc_hd__mux2_2,9
sky130_fd_sc_hd__o21a_1,4
sky130_fd_sc_hd__nor3_1,6
sky130_fd_sc_hd__mux2i_1,17
sky130_fd_sc_hd__o22ai_1,6
sky130_fd_sc_hd__nand2_1,54
sky130_fd_sc_hd__or3_1,4
sky130_fd_sc_hd__a21boi_0,4
sky130_fd_sc_hd__xor2_1,10
sky130_fd_sc_hd__nor2_1,36
sky130_fd_sc_hd__a211oi_1,3
sky130_fd_sc_hd__a311oi_1,3
sky130_fd_sc_hd__a22o_1,3
sky130_fd_sc_hd__a21o_1,7
sky130_fd_sc_hd__edfxtp_1,27
sky130_fd_sc_hd__nand2b_1,11
sky130_fd_sc_hd__a31oi_1,6
sky130_fd_sc_hd__a32o_1,3
sky130_fd_sc_hd__a21oi_1,50
sky130_fd_sc_hd__o21bai_1,5
sky130_fd_sc_hd__nand3_1,12
sky130_fd_sc_hd__nor2b_1,3
sky130_fd_sc_hd__ha_1,26
sky130_fd_sc_hd__xnor2_1,13
sky130_fd_sc_hd__and3_1,3
sky130_fd_sc_hd__inv_1,51
sky130_fd_sc_hd__fa_1,15
sky130_fd_sc_hd__dfxtp_1,18
sky130_fd_sc_hd__o211ai_1,3
sky130_fd_sc_hd__clkbuf_1,20
sky130_fd_sc_hd__o21ai_0,47
## final cells by class
type,count,area (um2)
fillers,733,3140
inverters,52,195
flip-flops and latches,45,1170
multi-input cells,398,2800
clock inverters,2,16.3
well taps,105,131
repair buffers,71,708
clock buffers,6,93.8
Power figures rest on the tool's default switching activity, not on a simulated workload.
